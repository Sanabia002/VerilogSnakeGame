**design/flow/design.v**
```verilog
`timescale 1ns / 1ps
module display_controller(
	input clk,
	output hSync, vSync,
	output reg bright,
	output reg[9:0] hCount, 
	output reg [9:0] vCount  
	);
	reg pulse;
	reg clk25;
	initial begin  
		clk25 = 0;
		pulse = 0;
	end
	always @(posedge clk)
		pulse = ~pulse;
	always @(posedge pulse)
		clk25 = ~clk25;
	always @ (posedge clk25)
		begin
		if (hCount < 10'd799)
			begin
			hCount <= hCount + 1;
			end
		else if (vCount < 10'd524)
			begin
			hCount <= 0;
			vCount <= vCount + 1;
			end
		else
			begin
			hCount <= 0;
			vCount <= 0;
			end
		end
	assign hSync = (hCount < 96) ? 0:1;
	assign vSync = (vCount < 2) ? 0:1;
	always @(posedge clk25)
		begin
		if(hCount > 10'd143 && hCount < 10'd784 && vCount > 10'd34 && vCount < 10'd516)
			bright <= 1;
		else
			bright <= 0;
		end	
endmodule
```
**design/flow/run.sh**
```bash
#!/bin/bash
# OpenROAD 26Q1-2900-gdf79404cd8, Yosys 0.63+post, stock flow scripts
make -C /OpenROAD-flow-scripts/flow DESIGN_CONFIG=/design/flow/config.mk WORK_HOME=/design/flow/orfs finish
```
**design/flow/config.mk**
```make
export PLATFORM = sky130hd
export DESIGN_NAME = display_controller
export DESIGN_NICKNAME = display_controller
export VERILOG_FILES = /design/flow/design.v
export SDC_FILE = /design/flow/constraint.sdc
export NUM_CORES = 4
export LEC_CHECK = 1
export CORE_AREA = 10 10 96 96
export DIE_AREA = 0 0 106 106
```
**design/flow/constraint.sdc**
```tcl
current_design display_controller

set clk_period 1.0
set clk_io_pct 0.2

create_clock -name clk0 -period $clk_period [get_ports {clk}]

set non_clock_inputs [all_inputs -no_clocks]
set_input_delay [expr $clk_period * $clk_io_pct] -clock clk0 $non_clock_inputs
set_output_delay [expr $clk_period * $clk_io_pct] -clock clk0 [all_outputs]
```
==> results.py <==
# Metrics from the implementation run
metrics = {
    "worst_hold_path": {
        "hold_class": "flip-flop to flip-flop",
        "whs_path_depth": 1,
    },
    "floorplanning": {
        "die_y_um": 106,
        "die-area_sq_mm": 0.0112,
        "core_area_sq_mm": 0.00721,
        "dieWidth_um": 106,
        "rows": 31,
        "fp_util_pct": 15.9,
        "ios": 24,
    },
    "drt": {
        "viasPerCell": 3.86,
        "drc": 0,
        "n_antenna_cell": 0,
        "detail_route.iter0.violations": 21,
        "routed_wl_um": 2490,
        "route.vias.total": 918,
        "wire_per_inst_um": 10.4,
        "antenna_left": 0,
        "dr.pass1.iters": 4,
    },
    "critical_path": {
        "path_cells": "inv_1",
        "r2r_slack_ps": 550,
        "start_kind": "flip-flop",
        "required_ps": 890,
        "slowest_stage": "dfxtp_1",
        "crit_buf_inv": 1,
        "critPathMaxFanout": 2,
        "crit_type": "flip-flop to flip-flop",
        "r2r_cells": 1,
        "critical-path-top-delay-family": "flip-flops",
        "endpoint_kind": "flip-flop",
        "slowest_delay_ps": 300,
        "cp_data_arrival_time_ps": 340,
        "crit_cells": 1,
    },
    "power_and_ir_drop": {
        "peakVddDrop_uv": 138,
        "p_total_w": 0.0000407,
        "p_leak_nw": 0.493,
        "power.density_mw_per_mm2": 27.4,
    },
    "final_layout": {
        "most-common-layout-cells": "clkdlybuf4s50_1, dfxtp_1, nor2_1, nand3_1, edfxtp_1",
        "final-instance-count-excl-fill": 238,
        "stdcell_area_sq_mm": 0.00148,
        "drive_above_1_share_pct": 5.76,
        "areaGrowthSynthToFinish_pct": 29.8,
        "lay_top_count": "clkdlybuf4s50_1",
    },
    "synthesis": {
        "yosys_area_sq_mm": 0.00114,
        "synth_largest_type_area_fraction_pct": 26.3,
        "ys_warn_count": 1,
        "synth_cell_type_count": 40,
        "synth_area_leader_cell": "edfxtp_1",
        "yosys_cells": 119,
        "ys_ff": 23,
        "ys_seq_share_pct": 49.0,
        "synth_area_sq_mm": 0.00114,
        "avgSynthCellArea_sq_um": 9.61,
        "topCellsByArea": "edfxtp_1, dfxtp_1, nand3_1",
        "synthCells": 119,
    },
    "place": {
        "port_buffers": 23,
        "place_inst": 238,
        "dp_hpwl_um": 1960,
        "placed_area_sq_mm": 0.00148,
        "routabilityCongestion": 0.826,
    },
    "final_timing": {
        "tightest_slew_ps": 708,
        "report.final.slew_viol_count": 0,
        "hold_slack_ps": 360,
        "untimed_endpoints": 55,
        "post-route-period-util_pct": 44.7,
        "maxSlewHeadroom_pct": 52.8,
        "setup_violations": 0,
        "rsz0062_at_grt": "false",
        "finalSetupTns_ps": 0,
        "fin_skew_ps": 0,
        "final_hold_viol_count": 0,
        "unclocked_regs": 22,
        "fin_crit_ps": 447,
        "max_freq_ghz": 2.24,
    },
    "global_routing": {
        "grt_pass1_wl_um": 4150,
        "overflow": 0,
        "grt_pass1_vias": 857,
        "busiest_layer": "met2",
        "grt_max_degree": 23,
        "met1_usage_pct": 5.75,
        "grt_usage_pct": 4.20,
        "antenna_found_initial": 0,
        "grt.met2_usage_pct": 7.64,
        "gr-usage-met3_pct": 0.183,
    },
    "clocking": {
        "worstSkewPairLatency_ps": 0,
        "cts_resized": 0,
        "clk_pin_slew_ps": 0,
        "cts_setup_buffers": 0,
        "cts_hold_buf": 0,
    },
    "job": {
        "warnings": 28,
        "cap_violations": 0,
    },
    "status": {
        "status": "complete, no violations",
    },
}
metrics by stage:
stage          util (%)  setup slack, ps
4_1_cts            20.6              549
2_1_floorplan         -              564
3_3_place_gp       20.6              552
5_1_grt            20.6              501
3_5_place_dp       20.6              550
6_report           20.6              553
cells in the mapped netlist:
master and number:
nand2_1 4, buf_4 1, nand4_1 4, nand3b_1 1, xnor2_1 3, nor2_1 11
nor3_1 3, o31ai_1 3, or4_1 1, nand2b_1 1, nand3_2 1, nor4_1 2
a21boi_2 1, dfxtp_1 13, nand3_1 10, a41oi_1 1, and3_2 1, and4_2 1
and2_1 3, o2bb2ai_1 1, a21boi_0 1, xor2_1 3, a21oi_2 1, or2_2 1
a211o_1 1, or3_1 5, a311o_1 1, inv_1 6, nor2b_1 2, a21boi_1 1
o21ai_0 6, ha_1 2, o211ai_1 1, o31a_1 1, a31oi_1 1, edfxtp_1 10
clkbuf_1 1, buf_2 2, or3b_2 1, a21oi_1 6
state kept, by name (all words and copies together), names as in the netlist:
name,count
vCount,10
pulse,1
clk25,1
bright,1
hCount,10
cell families after synthesis:
group	Yosys count	synth area share, %
compound gates	26	15.4
xor+xnor	6	4.60
fa+ha+maj	2	2.19
buf+inv	10	3.83
flops	23	49.0
simple gates	52	24.9
routing by layer:
layer  wire length (um)  share of wire, %
met2               1250                50
met5                  0                 0
met3                 31               1.2
met1               1200                48
met4                  0                 0
power by group:
group          switching (W)  internal [W]  leakage (nW)
Sequential                 0     0.0000407         0.219
Clock                      0             0             0
Combinational              0             0         0.274
Total                      0     0.0000407         0.493
layout make-up:
| type | instances | area, sq um |
|---|---|---|
| timing repair buffer | 24 | 238 |
| sequential | 23 | 561 |
| inverter | 6 | 22.5 |
| tap | 99 | 124 |
| fill | 812 | 5730 |
| multi-input combinational | 86 | 539 |
final timing paths:
check / to / start
max reg2reg: pulse / pulse
min: pulse / pulse
min reg2reg: pulse / pulse
max: pulse / pulse
No activity file was given, so power comes from the tool's default toggle rates.
